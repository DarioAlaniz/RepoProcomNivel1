===== flow/design.v =====
module Memlog#(
  parameter RAM_WIDTH = 18,                        
  parameter RAM_DEPTH = 1024,                      
  parameter RAM_PERFORMANCE = "HIGH_PERFORMANCE",  
  parameter INIT_FILE = ""                         
) (
  input [clogb2(RAM_DEPTH-1)-1:0] addra,   
  input [RAM_WIDTH-1:0] dina,            
  input clka,                            
  input wea,                             
  input ena,                             
  input rsta,                            
  input regcea,                          
  output [RAM_WIDTH-1:0] douta           
);
  reg [RAM_WIDTH-1:0] BRAM [RAM_DEPTH-1:0];
  reg [RAM_WIDTH-1:0] ram_data = {RAM_WIDTH{1'b0}};
  generate
    if (INIT_FILE != "") begin: use_init_file
      initial
        $readmemh(INIT_FILE, BRAM, 0, RAM_DEPTH-1);
    end else begin: init_bram_to_zero
      integer ram_index;
      initial
        for (ram_index = 0; ram_index < RAM_DEPTH; ram_index = ram_index + 1)
          BRAM[ram_index] = {RAM_WIDTH{1'b0}};
    end
  endgenerate
  always @(posedge clka)
    if (ena)
      if (wea) begin
        BRAM[addra] <= dina;
        ram_data <= dina;
      end else
        ram_data <= BRAM[addra];
  generate
    if (RAM_PERFORMANCE == "LOW_LATENCY") begin: no_output_register
       assign douta = ram_data;
    end else begin: output_register
      reg [RAM_WIDTH-1:0] douta_reg = {RAM_WIDTH{1'b0}};
      always @(posedge clka)
        if (rsta)
          douta_reg <= {RAM_WIDTH{1'b0}};
        else if (regcea)
          douta_reg <= ram_data;
      assign douta = douta_reg;
    end
  endgenerate
  function integer clogb2;
    input integer depth;
      for (clogb2=0; depth>0; clogb2=clogb2+1)
        depth = depth >> 1;
  endfunction
endmodule

===== flow/run.sh =====
#!/bin/bash
# OpenROAD 26Q1-2900-gdf79404cd8, Yosys 0.63+post, stock flow scripts
make -C /OpenROAD-flow-scripts/flow DESIGN_CONFIG=/design/flow/config.mk WORK_HOME=/design/flow/orfs finish

===== flow/config.mk =====
export PLATFORM = sky130hd
export DESIGN_NAME = Memlog
export DESIGN_NICKNAME = Memlog
export VERILOG_FILES = /design/flow/design.v
export SDC_FILE = /design/flow/constraint.sdc
export NUM_CORES = 4
export LEC_CHECK = 1
export CORE_UTILIZATION = 50
export SYNTH_MEMORY_MAX_BITS = 65536

===== flow/constraint.sdc =====
current_design Memlog

set clk_period 201.4
set clk_io_pct 0.2

create_clock -name clk0 -period $clk_period [get_ports {clka}]

set non_clock_inputs [all_inputs -no_clocks]
set_input_delay [expr $clk_period * $clk_io_pct] -clock clk0 $non_clock_inputs
set_output_delay [expr $clk_period * $clk_io_pct] -clock clk0 [all_outputs]

==> flow_summary.toml <==
# flow metrics
[status]
outcome = "finished with violations"
violations = "max-capacitance violations, max-slew violations"

[route]
drt_wl_total_mm = 2429
ant_nets = 0
drc = 0
post_drt_via_cell_ratio = 6.496
wl_per_cell_um = 43.56
vias = 362200
drtPass1Iterations = 8
dr.first_iter.drc_count = 27920

[final_layout]
layout-drive-gt1-share_pct = 27.60
finalNonFillerCells = 55760
flop_area_mm2 = 0.5544
final.fill_count = 99080
largest_reg_flops = 18430
area_growth_pct = 14.00
fin_area_mm2 = 0.8016
comb_area_mm2 = 0.1422

[floorplan]
initCoreUtil_pct = 50.13
pin_count = 51
core_area_mm2 = 1.403
die_w_mm = 1.188
die_h_mm = 1.188
std_cell_rows = 435
fp.dieArea_mm2 = 1.411

[synth]
yosysTopAreaCellShare_pct = 78.79
synth_area_mm2 = 0.7032
ys_ff = 18470
yosysSeqAreaShare_pct = 78.84
synthDistinctLibCells = 76
yosys-top-cells-count = "18450 x edfxtp_1, 3622 x mux4_2, 2260 x mux2i_1, 1244 x nor2_1, 962 x o22ai_1"
synth_async_sr_flop_share_pct = 0
top_cells_by_area = "edfxtp_1 79%, mux4_2 12%, mux2i_1 3.2%"
yosysChipArea_mm2 = 0.7032
synth_top_cell_by_count = "edfxtp_1"
top_area_cell = "edfxtp_1"
edf_count = 18450
syn_area_per_cell_um2 = 21.68
ys_warn_count = 1
yosysCellCount = 32440
synthCells = 32440
ys.flop_type = "edfxtp_1"

[worst_setup_path]
cpPeakStageDelay_ns = 1.01
cp.required_ns = 202.51
path_class = "in2reg"
crit_family = "buffers and inverters"
critical_path_arrival_ns = 49.95
startpoint_type = "input pin"
cp-end-kind = "flop"
critPathMaxFanout = 68
critPathBufInv = 11
crit_top_cell = "buf_4"
worstPathCellList = "buf_16, buf_4, buf_4, buf_4, buf_4, buf_4, buf_4, buf_4, buf_4, buf_4, buf_4, mux4_2, a22oi_1, o22ai_1, nor4_2, nor4_1, nor4_2, a31oi_1"
crit_slowest_cell = "nor4_2"

[placed_design]
hpwl_mm = 1519
portBuffers = 50
dp.cells = 51750
gp_congestion = 0.9901
post_dp_cell_area_mm2 = 0.7413
place_ws_ns = 151.27

[global_routing]
grt_pass1_wl_mm = 3266
grt.overflow.total = 0
antenna_found_initial = 267
grt_pass1_vias = 389200
grt_usage_pct = 39.19
grt_start_max_net_pins = 152

[flow_run]
drv_cap = 3
warnings = 69

[final_timing]
rsz0062_at_grt = "no"
maxSlewHeadroom_pct = -6.516
layout_setup_ws_ns = 152.56
fin_crit_sh_pct = 24.25
setup-violations-final = 0
fin_crit_ns = 48.84
final-hold-violation-count = 0
setup_tns_ns = 0
fmax_ghz = 0.02047
finalMaxSlewViolations = 6
worst_pin_slew_ns = 1.583
skew_ns = 0.1141

[power_and_ir_drop]
leakage_nw = 254.2
p_total_mw = 8.021
irDropWorstVdd_uv = 8.470
p_per_area_mw_per_mm2 = 10.01

[clock_tree]
path_clk_slew_ns = 0.06
clock_latency_ns = 1.40
h-tree-depth = 7
cts.path.max_buffers = 6
cts_hold_repair.buffers = 0
cts.sinks = 18470
cts_buffers = 1902
cts_tree = "yes"
post_cts_resized = 0
cts_setup_buffers = 0
cts-root-buf = "clkbuf_16"

[hold_path]
worstHoldPathType = "reg2reg"
through the flow:
stage               utilization (%)  hold slack [ns]
global placement              52.85           0.4800
floorplan                         -           0.4365
detailed placement            52.85           0.4870
global route                  57.11           0.5205
CTS                           57.04           0.5055
finish                        57.15           0.5076
per-layer routing:
layer  GRT usage, %  part of all wire [%]  vias up
met3          39.42                    24     5819
li1               -                     -   143000
met4          19.87                   6.8      472
met5          11.93                  0.80        -
met1          40.24                    25   180700
met2          50.06                    43    32250
cell type report:
type / instances / share of cell area (%)
clock buffers: 2318 / 6.201
well taps: 18570 / 2.899
repair buffers: 2733 / 2.674
clock inverters: 1068 / 1.118
flip-flops and latches: 18470 / 69.16
inverters: 5 / 0.005775
multi-input cells: 11980 / 17.75
diodes: 621 / 0.1939
layout by cell type, fill, tap and decap left out, drive strengths merged, types with 83 or more instances in the layout:
cell and n:
diode 621, a22oi 901, a21oi 536, nor4 219, nor2 1246, bufinv 154
edfxtp 18450, nand4 167, clkinv 850, mux2i 2260, o22ai 962, a221oi 96
clkbuf 2319, o21ai 218, mux4 3622, nand3 200, nor3 114, nand2 789
o211ai 83, buf 2711, a22o 91
final timing paths:
| check | start | endpoint | slack, ns | cells past startpoint |
|---|---|---|---|---|
| max | addra[1] | ram_data[6] | 152.56 | 18 |
| min | output_register.douta_reg[9] | output_register.douta_reg[9] | 0.51 | 2 |
| max reg2reg | BRAM[187][4] | ram_data[4] | 196.35 | 9 |
| min reg2reg | output_register.douta_reg[9] | output_register.douta_reg[9] | 0.51 | 2 |
worst reg2reg max path, cell delays in order, from the launching register on:
cell and delay, ns:
edfxtp_1 0.37, mux4_2 0.47, a22oi_1 0.49, nand3_1 0.49, o21ai_0 0.88, or4_1 0.62, o2111ai_2 0.43, buf_4 0.30
nor3_2 0.58, a21oi_1 0.15
where the power goes:
part           internal [mW]  total, mW  switching (mW)
clock network           1.93       3.37            1.44
registers               4.23       4.23         0.00241
logic                  0.117      0.415           0.298
total                   6.28       8.02            1.74
cell families (layout without fill, tap and decap cells):
| family | after synthesis | in the layout | synth area share (%) |
|---|---|---|---|
| buffers and inverters | 1993 | 6124 | 1.467 |
| multiplexers | 5906 | 5906 | 14.86 |
| other | 0 | 621 | 0 |
| AND-OR/OR-AND | 3195 | 3195 | 3.030 |
| flip-flops | 18470 | 18470 | 78.84 |
| AND/OR/NAND/NOR | 2874 | 2874 | 1.804 |
Power and IR drop assume default switching activity.
