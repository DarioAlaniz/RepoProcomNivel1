<file path="flow/config.mk">
export PLATFORM = sky130hd
export DESIGN_NAME = Register_File
export DESIGN_NICKNAME = Register_File
export VERILOG_FILES = /design/flow/design.v
export SDC_FILE = /design/flow/constraint.sdc
export NUM_CORES = 4
export LEC_CHECK = 1
export CORE_UTILIZATION = 40
</file>
<file path="flow/constraint.sdc">
current_design Register_File

set clk_period 17.2
set clk_io_pct 0.2

create_clock -name clk0 -period $clk_period [get_ports {clock}]

set non_clock_inputs [all_inputs -no_clocks]
set_input_delay [expr $clk_period * $clk_io_pct] -clock clk0 $non_clock_inputs
set_output_delay [expr $clk_period * $clk_io_pct] -clock clk0 [all_outputs]
</file>
<file path="flow/design.v">
module Register_File
#(
    parameter NB_GPIOS  = 32,
    parameter N_REG     = 12,  
    parameter N_DATA    = 22
)
(
    input                       clock,
    input   [NB_GPIOS-1:0]      i_gpio,               
    input   [(2*NB_GPIOS)-1:0]  i_ber_count_Q,
    input   [(2*NB_GPIOS)-1:0]  i_ber_error_Q,
    input   [(2*NB_GPIOS)-1:0]  i_ber_count_I,
    input   [(2*NB_GPIOS)-1:0]  i_ber_error_I,
    input   [N_DATA-1:0]        i_data_log_from_mem,    
    input                       i_mem_full,
    output o_enable_tx,
    output o_enable_rx,
    output [1:0]o_phase,
    output o_reset,
    output o_run_log,
    output o_read_log,    
    output [9:0] o_addr_log_to_men,
    output  [NB_GPIOS-1:0] o_gpio                
);
reg [NB_GPIOS-1:0] registers [N_REG-1:0];       
wire [7:0] command;
wire enable;
wire [22:0]data;
assign command  = i_gpio[31:24];
assign enable   = i_gpio[23];
assign data     = i_gpio[22:0];
reg reg_enable;
always@(posedge clock)begin
  reg_enable <= i_gpio[23];
end
integer ram_index;
always@(posedge clock)begin
  if(!enable&&reg_enable) begin      
    case(command)
        8'h01:  registers[0]          <= {registers[0][31:1] ,  data[0]};          
        8'h02:  registers[1]          <= {registers[1][31:4] ,  data[3:0]};        
        8'h03:  begin
                registers[2]          <= i_ber_count_Q[NB_GPIOS-1:0];              
                registers[3]          <= i_ber_count_Q[2*(NB_GPIOS)-1:NB_GPIOS];   
                registers[4]          <= i_ber_error_Q[NB_GPIOS-1:0];              
                registers[5]          <= i_ber_error_Q[2*(NB_GPIOS)-1:NB_GPIOS];    
        end    
        8'h04:  registers[6]          <= {registers[6][31:1] , 1'b1};              
        8'h05:  registers[6]          <= {registers[6][31:2] , 2'b10};             
        8'h06:  begin
                registers[7]         <= i_ber_count_I[NB_GPIOS-1:0];              
                registers[8]         <= i_ber_count_I[2*(NB_GPIOS)-1:NB_GPIOS];   
                registers[9]         <= i_ber_error_I[NB_GPIOS-1:0];              
                registers[10]         <= i_ber_error_I[2*(NB_GPIOS)-1:NB_GPIOS];   
        end
        8'h07:  registers[11]          <= {registers[11][31:15],data[14:0]};       
        8'h08:begin                                                                
          for (ram_index = 0; ram_index < N_REG; ram_index = ram_index + 1)begin
            registers[ram_index] = {NB_GPIOS{1'b0}};
          end
        end
    endcase
  end
end
reg [NB_GPIOS-1:0] r_gpio;
always @(posedge clock) begin
  if(!enable&&reg_enable)begin
      if (command==8'h09)begin
        if(!i_mem_full) r_gpio <= {NB_GPIOS{1'b0}};                      
        else            r_gpio <= {{NB_GPIOS-1{1'b0}}, i_mem_full};      
      end
      else if(command==8'h10)begin          
        if(i_mem_full)begin
          if(registers[6][1])       r_gpio <= {{8{1'b0}},i_data_log_from_mem};   
        end
      end
      else if(command==8'h11)begin      
        if(data[0])       r_gpio <= registers[2];
        else if(data[1])  r_gpio <= registers[3];
        else if(data[2])  r_gpio <= registers[4];
        else if(data[3])  r_gpio <= registers[5];
      end
      else if(command==8'h12)begin      
        if(data[0])       r_gpio <= registers[7];
        else if(data[1])  r_gpio <= registers[8];
        else if(data[2])  r_gpio <= registers[9];
        else if(data[3])  r_gpio <= registers[10];
      end
  end
end
assign o_gpio       = r_gpio;
assign o_enable_tx  = registers[1][0];
assign o_enable_rx  = registers[1][1];
assign o_phase      = registers[1][3:2];
assign o_reset      = registers[0][0];
assign o_run_log    = registers[6][0];
assign o_read_log   =registers[6][1];   
assign o_addr_log_to_men=registers[11][14:0];
endmodule
</file>
<file path="flow/run.sh">
#!/bin/bash
# OpenROAD 26Q1-2900-gdf79404cd8, Yosys 0.63+post, stock flow scripts
make -C /OpenROAD-flow-scripts/flow DESIGN_CONFIG=/design/flow/config.mk WORK_HOME=/design/flow/orfs finish
</file>
==> results.sh <==
# source this file to load flow results
export IMPL_setup_viol=0
export IMPL_cp_max_fo=72
export IMPL_die_h_um=188
export IMPL_vias=9036
export IMPL_h_tree_depth=2
export IMPL_grt_overflow_total=0
export IMPL_clkSlewWorstSetupHoldPaths_ns=0.06
export IMPL_p_leak_nw=6.39
export IMPL_ys_flop_type="edfxtp_1"
export IMPL_grt_antenna_before_repair=11
export IMPL_warning_count=41
export IMPL_rsz0062_at_grt="false"
export IMPL_ant_nets=0
export IMPL_clkLatencyLatePin_ns=0.51
export IMPL_track_usage_pct=22.1
export IMPL_powerDensity_nw_per_um2=90.7
export IMPL_finalHoldViolCount=0
export IMPL_hold_path_class="flop to flop"
export IMPL_critPathArrivalTime_ns=7.42
export IMPL_outcome="finished, final reports clean"
export IMPL_critPathLaunchType="primary input"
export IMPL_synthArstFlopShare_pct=0
export IMPL_synth_seq_share_pct=66.2
export IMPL_worstPathRequired_ns=17.43
export IMPL_skew_ns=0.0124
export IMPL_drcViolationCount=0
export IMPL_logic_area_um2=4340
export IMPL_root_buffer="clkbuf_16"
export IMPL_fp_row_count=67
export IMPL_top_area_cell="edfxtp_1"
export IMPL_drive_gt1_share_pct=5.80
export IMPL_wl_per_cell_um=19.8
export IMPL_ys_seq_elements=306
export IMPL_period_used_pct=41.8
export IMPL_yosys_warnings=2
export IMPL_drtIter0Drc=402
export IMPL_max_vdd_ir_drop_mv=0.0547
export IMPL_seqCellArea_um2=9180
export IMPL_routed_wl_mm=35.9
export IMPL_synth_edff_count=305
export IMPL_dieArea_um2=35400
export IMPL_tns_ns=0
export IMPL_cts_resized=0
export IMPL_routabilityCongestion=0.898
export IMPL_layout_min_cycle_time_ns=7.19
export IMPL_first_global_vias=9065
export IMPL_core_um2=33900
export IMPL_yosysUniqueCellTypes=41
export IMPL_yosys_cells=1013
export IMPL_synthesis_instances=1013
export IMPL_stdcell_count=1817
export IMPL_criticalPathCategory="primary input to flop"
export IMPL_cts_setup_buffers=0
export IMPL_ios=361
export IMPL_grt_max_degree=129
export IMPL_tightest_slew_ns=0.979
export IMPL_port_buffers=347
export IMPL_max_freq_mhz=139
export IMPL_yosysTopAreaCellShare_pct=66.0
export IMPL_max_cap_viol_count=0
export IMPL_fp_utilization_pct=41.0
export IMPL_ys_chip_area_um2=13900
export IMPL_dr_pass1_iters=5
export IMPL_dp_final_hpwl_mm=23.9
export IMPL_grt_first_pass_wirelength_mm=54.4
export IMPL_fp_dieW_um=188
export IMPL_vias_per_cell=4.97
export IMPL_final_max_slew_viol_count=0
export IMPL_cts_sinks=306
export IMPL_dp_cells=1749
export IMPL_syn2layout_area_growth_pct=36.1
export IMPL_tritoncts="done"
export IMPL_cts_buffers_inserted=35
export IMPL_post_cts_hold_buffer_count=0
export IMPL_n_fill_cell=2767
export IMPL_slew_headroom_pct=34.8
export IMPL_clockBufferDepth=3
export IMPL_syn_cell_area_um2=13900
export IMPL_topCellsByArea="edfxtp_1, nor2b_1, a211oi_1"
export IMPL_critical_path_endpoint_type="flop"
export IMPL_syn_area_per_cell_um2=13.7
[cell type report]
| cell class | instances | share of cell area (%) |
|---|---|---|
| Sequential cell | 306 | 48.6 |
| Multi-Input combinational cell | 626 | 23.0 |
| Timing Repair Buffer | 368 | 19.2 |
| Clock buffer | 46 | 5.08 |
| Tap cell | 448 | 2.97 |
| Clock inverter | 16 | 1.03 |
| Antenna cell | 6 | 0.0795 |
| Inverter | 1 | 0.0199 |
[logic make-up (layout without fill, tap and decap cells)]
logic type             Yosys count  in the layout  synth area share [%]
flip-flops                     306            306                  66.2
other                            0              6                     0
multiplexers                    75             75                  5.41
buffers and inverters           81            431                  2.77
AND-OR/OR-AND                  159            159                  8.53
XOR/XNOR                         2              2                 0.126
AND/OR/NAND/NOR                390            390                  17.0
[path summary, 6_finish.rpt]
check                      endpoint  startpoint  slack [ns]  cells past startpoint
setup / recovery   registers[8][25]  i_gpio[26]       10.01                      7
hold / removal           o_read_log  reg_enable        0.61                      2
setup reg to reg  registers[10][12]  reg_enable       14.85                      6
hold reg to reg          o_read_log  reg_enable        0.61                      2
[metrics by stage]
step                      cell area (um^2)  utilization (%)  hold slack [ns]  setup WS (ns)  total power [mW]
after CTS                            18900             55.7            0.608           9.98              1.73
after floorplan                      13900                -            0.556           3.74             0.895
after detailed placement             17700             52.3            0.596           9.44             0.978
final                                18900             55.8            0.609          10.01              1.71
after global routing                 18900             55.7            0.642           9.73              1.77
after global placement               17700             52.3            0.590           9.48             0.977
[metal layers]
metal / track usage [%] / vias to the layer above / wire [um] / part of all wire [%]
met1: 33.7 / 4234 / 15000 / 42
met5: 2.06 / - / 187 / 0.52
met4: 4.72 / 14 / 889 / 2.5
met3: 8.31 / 69 / 3370 / 9.4
met2: 32.3 / 330 / 16500 / 46
li1: - / 4389 / - / -
[registers in the layout, indices dropped and copies added, names as in the netlist]
register    count
r_gpio         32
registers     271
reg_enable      1
o_run_log       1
o_read_log      1
[report_power, final]
part	leakage (nW)	internal (mW)	switching (mW)
logic	3.07	0.0911	0.0483
clock network	0.562	0.466	0.285
registers	2.76	0.822	0.000306
total	6.39	1.38	0.333
[Yosys cell counts (2+ instances only)]
| cell | number |
|---|---|
| clkbuf_1 | 33 |
| o21ai_0 | 12 |
| mux2i_1 | 75 |
| nand2_1 | 34 |
| edfxtp_1 | 305 |
| nor2_1 | 8 |
| o211ai_1 | 2 |
| o31ai_1 | 21 |
| xnor2_1 | 2 |
| nor4_1 | 2 |
| nor2b_1 | 321 |
| a31oi_1 | 2 |
| buf_4 | 9 |
| nor3_1 | 6 |
| nor3b_1 | 3 |
| a211oi_1 | 115 |
| nand3_1 | 3 |
| buf_2 | 36 |
| and3_1 | 2 |
[cells in the final DEF, fill, tap and decap left out, types with 2 or more instances in the layout]
cell / Yosys / final
buf_4: 9 / 22
edfxtp_1: 305 / 305
clkinv_1: 0 / 8
o31ai_1: 21 / 21
nand3_1: 3 / 3
mux2i_1: 75 / 75
a31oi_1: 2 / 2
nor3_1: 6 / 4
clkdlybuf4s50_1: 0 / 344
o21ai_0: 12 / 12
diode_2: 0 / 6
clkbuf_16: 0 / 37
nor2_1: 8 / 8
nor4_1: 2 / 2
a211oi_1: 115 / 115
clkinv_2: 0 / 3
nor3b_1: 3 / 3
nand2_1: 34 / 34
o211ai_1: 2 / 2
nor3_2: 1 / 2
and3_2: 0 / 2
xnor2_1: 2 / 2
clkbuf_1: 33 / 9
nor2b_1: 321 / 321
bufinv_16: 0 / 5
[worst max-delay path, stage by stage]
cell	delay, ns
clkdlybuf4s50_1	0.67
or4b_4	0.68
nor3_4	0.38
buf_4	0.66
buf_4	0.73
buf_4	0.64
nor2b_1	0.11
Power and IR drop assume default switching activity.
