`design/flow/run.sh`:
```
#!/bin/bash
# OpenROAD 26Q1-2900-gdf79404cd8, Yosys 0.63+post, stock flow scripts
make -C /OpenROAD-flow-scripts/flow DESIGN_CONFIG=/design/flow/config.mk WORK_HOME=/design/flow/orfs finish
```
`design/flow/config.mk`:
```
export PLATFORM = sky130hd
export DESIGN_NAME = addres_count
export DESIGN_NICKNAME = addres_count
export VERILOG_FILES = /design/flow/design.v
export SDC_FILE = /design/flow/constraint.sdc
export NUM_CORES = 4
export LEC_CHECK = 1
export CORE_AREA = 10 10 82 82
export DIE_AREA = 0 0 92 92
```
`design/flow/constraint.sdc`:
```
current_design addres_count

set clk_period 3.5
set clk_io_pct 0.2

create_clock -name clk0 -period $clk_period [get_ports {clock}]

set non_clock_inputs [all_inputs -no_clocks]
set_input_delay [expr $clk_period * $clk_io_pct] -clock clk0 $non_clock_inputs
set_output_delay [expr $clk_period * $clk_io_pct] -clock clk0 [all_outputs]
```
`design/flow/design.v`:
```
module  addres_count
#(
parameter count = 15
)
(
    input                   clock,
    input                   i_reset,
    input                   i_run_log,
    input                   i_read_log,
    input   [count-1:0]     i_addr_log_to_mem,
    output  [count-1:0]     o_addr,
    output                  o_mem_full
);
reg             mem_full;  
reg [count-1:0] addr;
always@(posedge clock, negedge i_reset)begin
  if(!i_reset)begin
    addr        <= {count{1'b0}};
    mem_full    <= 1'b0;
  end
  else begin
    if(i_run_log)begin                               
        if (!mem_full)begin                          
            if(addr == (2**count)-1)begin
                mem_full  <= 1'b1;
                addr      <= {count{1'b0}};
            end
            else begin
                addr      <= addr + 1'b1;          
            end
        end
    end                                           
    else begin
      if(mem_full)begin
        if(i_read_log)begin                        
          addr <= i_addr_log_to_mem;               
        end 
      end
    end
  end
end
assign o_mem_full   = mem_full;
assign o_addr       = addr;
endmodule 
```
==> run summary <==
yosys + openroad results -> outcome=finished clean, Critical Path End Type=register, First-pass DRT Iterations=4, global-route wire length before repair=approximately 5.4 mm, I/O pins=35, fp_density=roughly 22%, max cap viols=0, Slew @ Worst Pin=912 ps, CTS tree=yes, Worst EP arrival=2580 ps, synthesized instance count=130, final hold violation count=0, OpenROAD warning count=25, Synth top cell by count=dfrtp_1, CP Data Required Time=3640 ps, Pleak=0.631 nW, Startpoint Class=register, TritonCTS Buffers=3, synthesized chip area reported by yosys=1140 um^2, slowest CP cell=o41ai_4, Final WS setup=1060 ps, core box area=5070 um^2, Post-synth regs=16, vias post-DR=1,099, RSZ-0062 raised after global routing=no, Reg-to-Reg End=addr[9], Hold Crit Class=reg2reg, global route overflow=0, Die X=~90 um, Slew headroom=39.0%, die height=92 um, drt first-iter violations=148, Port Buf Inserts=34, Num Clock Sinks=16, post-cts sizing count=0, Latency at later pin=250 ps, worst r2r src=addr[0], Final setup viols=0, Top cells by area=dfrtp_1 35%, a22o_1 6.2%, nand2_1 4.9%, inv_1 3.6%, o21ai_0 3.5%, vias per inst=between 4 and 5, number of enable flip-flop cells=0, antenna violations before repair=0, DP HPWL=between 2 and 2.5 mm, commonest register cell after synthesis=dfrtp_1, Reg clk slew, reported paths=~70 ps, Total Routing Usage GR=under 10%, Peak supply drop=0.114 mV, Pins Over Slew Limit=0, YS warnings=1, crit-path max FO=17, Critical Path Max Stage Delay=910 ps, CTS root buf=clkbuf_8, Layout fillers=~550, GPL Wtd Cong=0.787, total die size=approximately 8500 um^2, Critical Path End=addr[9], clk buf depth=2, DR WL/cell=13.9 um, vias in the first global route=1,053, synth-to-layout area growth=40.3%, worst-path cell chain=ha_1 > nand4_4 > o41ai_4 > o21ai_0 > a22o_1, setup TNS=0 ps, Dominant cell area share=35.2%, Cell Rows=26, minimum clock period=around 2400 ps, async set-reset flop share out of synthesis=100%, Peak Freq=410 MHz, pre-CTS setup slack=832 ps, ANT cells=0, Post-synth top cells=16 x dfrtp_1, 15 x nand2_1, 11 x inv_1, 8 x a22o_1, 8 x o21ai_0, Residual DRC=0, sequential fraction of the synthesis area=35.2%, number of H-tree levels=1, WL final=around 3.2 mm, Unique masters post-synth=a little over 40, fin crit share=69.6%, Post-CTS Setup Inserts=0, Hold WS=573 ps, leading area contributor after synthesis=dfrtp_1, setup slack, reg-to-reg=1060 ps, P per Cell Area=344 nW/um^2, R2R depth=5, skew final=approximately 1.4 ps, yosys cell count=130, Overall Power=0.550 mW, pin count of the biggest net entering global routing=21, syn_area_per_cell=8.76 um^2, crit path launch=addr[0], Synth Cell Area=1140 um^2, WS Path Type=reg2reg, fin util=31.5%, ANT nets after route=0, Hold Buf Count CTS=0, layout cells sized above 1=approximately 8%
## area by class of cell
type                       count  area [um^2]  share of cell area, %
inverter                      11         41.3                   2.58
clock buffer                   4         55.1                   3.45
multi-input combinational     95          658                   41.2
tap                           70         87.6                   5.48
sequential                    16          400                   25.1
timing repair buffer          36          355                   22.2
## how the worst min path moves through the flow
stage / startpoint / slack (ps) / cells after the start / end
finish: addr[1] / 570 / 1 / addr[1]
global route: addr[1] / 620 / 1 / addr[1]
CTS: addr[1] / 580 / 1 / addr[1]
## report_power, final
part	switching [mW]	leakage, nW	internal, mW
clock network	0.0668	0.0288	0.0998
registers	0.0395	0.200	0.206
logic	0.0505	0.402	0.0871
## cells by family (layout without fill, tap and decap cells)
logic type      after synthesis  in the layout  share of synthesized area, %
fa+ha+maj                     1              1                          1.10
compound gates               44             44                          29.8
simple gates                 47             47                          23.8
buf+inv                      19             51                          7.03
flops                        16             16                          35.2
mux                           3              3                          3.08
## through the flow
step                cells  instance area (um^2)
detailed placement    228                  1540
floorplan             130                  1140
global placement      228                  1540
CTS                   232                  1600
finish                232                  1600
global route          232                  1600
## critical path, delay by kind of cell (launching register included)
kind                     cells  cell delay [ps]
AND-OR/OR-AND                3             1390
adder cells (fa/ha/maj)      1              310
flip-flops                   1              420
AND/OR/NAND/NOR              1              200
## layer usage
| metal | wire length [um] | GRT usage, % | part of all wire (%) | vias up |
|---|---|---|---|---|
| li1 | - | - | - | 560 |
| met1 | 1420 | 10.2 | 44 | 508 |
| met2 | 1560 | 11.6 | 48 | 29 |
| met3 | 221 | 1.73 | 6.8 | 2 |
| met4 | 29 | 1.03 | 0.90 | 0 |
| met5 | 0 | 0 | 0 | - |
## placed cells by master, fill, tap and decap left out, types with 2 or more instances in the layout
| cell | Yosys | routed |
|---|---|---|
| nor2b_1 | 2 | 2 |
| nor2_1 | 3 | 3 |
| clkbuf_8 | 0 | 4 |
| nand3_1 | 6 | 6 |
| o21a_1 | 3 | 3 |
| o32ai_1 | 4 | 4 |
| nor3_1 | 2 | 2 |
| mux2i_1 | 2 | 2 |
| dfrtp_1 | 16 | 16 |
| nand2b_1 | 3 | 3 |
| nand2_1 | 15 | 15 |
| a21oi_1 | 3 | 3 |
| nand4_1 | 4 | 4 |
| inv_1 | 11 | 11 |
| buf_4 | 0 | 2 |
| o21ai_0 | 8 | 7 |
| a22o_1 | 8 | 8 |
| o21ai_1 | 4 | 5 |
| o221ai_1 | 2 | 2 |
| clkdlybuf4s50_1 | 0 | 34 |
| nand3b_1 | 2 | 2 |
| a22oi_1 | 2 | 2 |
| nor4_1 | 2 | 2 |
| o41ai_1 | 3 | 3 |
## state kept, by name (all words and copies together) (netlist names)
register  flops
addr         15
mem_full      1
Power and IR drop assume default switching activity.
